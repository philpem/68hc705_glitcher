--- design/flow/run.sh ---
#!/bin/bash
# OpenROAD 26Q1-2900-gdf79404cd8, Yosys 0.63+post, stock flow scripts
make -C /OpenROAD-flow-scripts/flow DESIGN_CONFIG=/design/flow/config.mk WORK_HOME=/design/flow/orfs finish
--- design/flow/config.mk ---
export PLATFORM = sky130hd
export DESIGN_NAME = top
export DESIGN_NICKNAME = top
export VERILOG_FILES = /design/flow/design.v
export SDC_FILE = /design/flow/constraint.sdc
export NUM_CORES = 4
export LEC_CHECK = 1
export CORE_UTILIZATION = 30
--- design/flow/constraint.sdc ---
current_design top

set clk_period 1.0
set clk_io_pct 0.2

create_clock -name clk0 -period $clk_period [get_ports {DIL_12}]
create_clock -name clk1 -period $clk_period [get_ports {DIL_1_GCK}]

set non_clock_inputs [all_inputs -no_clocks]
set_input_delay [expr $clk_period * $clk_io_pct] -clock clk0 $non_clock_inputs
set_output_delay [expr $clk_period * $clk_io_pct] -clock clk0 [all_outputs]
--- design/flow/design.v ---
module top(
output DIL_1,			 
input  DIL_1_GCK,		 
output DIL_2,			 
input  DIL_2_GCK,
input  DIL_3,			 
input	DIL_11,		 
input	DIL_12,		 
input	DIL_13,		 
output DIL_24,
output DIL_25,		 
output DIL_26,		 
output DIL_27,		 
output _PGND1,		 
output _PGND2		 
);
	assign _PGND1 = 1'b0;
	assign _PGND2 = 1'b0;
	assign DIL_1 = 1'bZ;
	assign DIL_2 = 1'bZ;
	wire SPI_NRST = DIL_11;
	wire SPI_SCK = DIL_12;
	wire SPI_SDI = DIL_13;
	reg [15:0] spi_reg;
	always @(posedge SPI_SCK or negedge SPI_NRST) begin
		if (!SPI_NRST) begin
			spi_reg <= 16'd0;
		end else begin
			spi_reg <= {spi_reg[14:0], SPI_SDI};
		end
	end
	wire [3:0]	cfg_glitchstart	= spi_reg[3:0];		 
	wire [3:0]	cfg_glitchstop		= spi_reg[7:4];		 
	wire [6:0]	cfg_clkcnt			= spi_reg[14:8];		 
	wire			cfg_glitchenable	= spi_reg[15];			 
	wire MCLK = DIL_1_GCK;
	parameter DIVISOR = 32_000_000/2_000_000;	 
	reg [7:0] clkdiv_r;
	reg clk_out;
	always @(posedge MCLK) begin
		clkdiv_r <= clkdiv_r + 8'd1;
		if (clkdiv_r >= (DIVISOR-1)) begin
			clkdiv_r <= 8'd0;
		end
		clk_out <= (clkdiv_r < DIVISOR/2) ? 1'b1 : 1'b0;
	end
	wire NRST = DIL_3;
	reg nrst_sync_r;
	always @(posedge clk_out) begin
		nrst_sync_r <= NRST;
	end
	assign DIL_27 = nrst_sync_r;
	reg glitch;
	always @(posedge MCLK) begin
		glitch <= (clkdiv_r >= cfg_glitchstart) && (clkdiv_r <= cfg_glitchstop) ? 1'b1 : 1'b0;
	end
	reg glitch_trigger;
	reg [6:0] trigcnt_r;
	always @(posedge clk_out or negedge nrst_sync_r) begin
		if (!nrst_sync_r) begin
			trigcnt_r <= 7'd0;
			glitch_trigger <= 1'd0;
		end else begin
			trigcnt_r <= (trigcnt_r == 7'h7F) ? 7'h7F : trigcnt_r + 7'd1;
			glitch_trigger <= (trigcnt_r == cfg_clkcnt) ? 1'b1 : 1'b0;
		end
	end
	wire gxin = !cfg_glitchenable && (glitch && glitch_trigger);
	reg[3:0] gsr;
	always @(posedge MCLK) begin
		gsr <= {gsr[2:0], gxin};
	end
	wire gxout = gsr[3];
	assign DIL_26 = cfg_glitchenable ? clk_out ^ (glitch && glitch_trigger) : clk_out;
	assign DIL_25 = cfg_glitchenable & glitch_trigger;
	assign DIL_24 = gxout;  
endmodule
==> flow_summary_export.csv <==
group,metric,value,unit
sta,hold_viol_final,0,
placed_design,place.gp.congestion,0.774,
synth,simple_gate_share,0.102,
critical_path,rrSetupSlack,-360,ps
critical_path,worstPathRequired,1140,ps
critical_path,r2r_cells,5,
routing,num_vias,853,
synth,top_logic_kind,"simple AND/OR/NAND/NOR gates",
synth,ys_seq_share,0.631,
final_layout,drive_above_1_share,0.238,
sta,setup_slack,-361,ps
critical_path,worstSetupEndpointType,"flop",
placed_design,portBuffers,7,
routing,wl_per_cell,10.3,um
critical_path,r2r-end,"glitch",
clocking,path_clk_slew,60,ps
critical_path,crit_path_start_kind,"flop",
die,dieArea,5040,um^2
grt,grt_antenna_before_repair,0,
routing,vias_per_cell,4.37,
grt,grt_pass1_vias,865,
synth,aoi_share,0.0526,
routing,postRouteWirelength,2.00,mm
sta,fin_setup_tns,-1590,ps
synth,synthMuxAreaShare,0,
synth,synth_flops,39,
grt,grt_start_max_net_pins,17,
run,cap_violations,0,
critical_path,crit_chain,"ha_1 -> nand2b_4 -> a21o_1 -> nand3_2 -> a2111oi_2",
sta,finClkSkew,2.25,ps
critical_path,cpMaxStageDelayCell,"dfrtp_1",
sta,setup_viol,8,
die,num_rows,24,
critical_path,worstPathArrival,1500,ps
synth,yosys.area.top_type,"dfrtp_1",
synth,synthDistinctLibCells,26,
synth,yosysTopAreaCellShare,0.421,
sta,rsz0062_at_grt,"yes",
clocking,hold_buffers,0,
die,die_h,71.0,um
placed_design,hpwlAfterDp,1.57,mm
die,initial_utilization,0.319,
clocking,tritoncts,"yes",
final_layout,lay_top_count,"dfrtp_1",
routing,n_antenna_cell,0,
synth,yosys_warnings,3,
critical_path,r2r_start,"spi_reg[0]",
grt,grtUsageTotal,0.0932,
power,ir_drop,0.00105,V
placed_design,place_ws,-330,ps
die,io_pins,14,
synth,topCellsByArea,"dfrtp_1 42%, dfxtp_1 21%, ha_1 8.8%",
sta,untimed_endpoints,10,
synth,yosys_cells,114,
power,powerDensity,1370,nW/um^2
run,warning_count,30,
synth,synth.avg_cell_area,12.5,um^2
sta,finalMaxSlewViolations,0,
die,core_area,4470,um^2
sta,unclocked_regs,9,
routing,first_iter_violations,32,
hold_path,holdCritPathClass,"in -> async",
power,p_total,2.48,mW
final_layout,syn2layout_area_growth,27.3,%
critical_path,cp_max_fo,2,
synth,synthXorXnorAreaFrac,0.0798,
final_layout,largest_reg_flops,16,
routing,drc,0,
synth,syn-instance-count,114,
final_layout,final_cell_mix,"24 x dfrtp_1, 14 x dfxtp_1, 9 x ha_1",
critical_path,worstSetupPathType,"reg -> reg",
die,die_x,71.0,um
routing,first_pass_iters,3,
synth,post_synth_instance_area,1430,um^2
outcome,failed_checks,"negative setup slack",
routing,ant_nets,0,
outcome,status,"finished, violations left",
synth,ys_chip_area,1430,um^2
grt,grt_overflow_total,0,
synth,adder_share,0.0876,
power,leakage,0.841,nW
grt,grt_pass1_wl,3.66,mm
critical_path,slowest_delay,380,ps
-- kinds of logic (layout without fill, tap and decap cells) --
family | count (synthesis) | in the layout
xor gates and xnor gates | 13 | 13
AOI/OAI and AO/OA | 11 | 11
DFF | 39 | 39
other | 1 | 8
buffers and inverters | 13 | 35
and+or+nand+nor | 27 | 27
adders and majority gates | 10 | 10
-- synthesized netlist by cell type --
master	instances
dfrtp_1	24
dfxtp_1	15
ha_1	10
inv_1	9
xnor2_1	9
nand2_1	8
a21oi_1	5
buf_4	4
xor2_1	4
and2_1	3
and3_1	3
nand3_1	3
nor2_1	3
nand2b_1	2
a2111oi_2	1
a211oi_1	1
a21o_1	1
a31oi_1	1
a41oi_1	1
conb_1	1
nand4_1	1
nand4b_1	1
nor4_1	1
o21ai_0	1
or2_2	1
or4_4	1
-- worst max path at each step --
stage / start / end / slack [ps] / cells after the start
after global routing: spi_reg[0] / glitch / -430 / 5
final: spi_reg[0] / glitch / -360 / 5
after CTS: spi_reg[0] / glitch / -360 / 5
-- power by group --
part           internal [mW]  leakage (nW)  switching [mW]  total (mW)
clock network          0.696        0.0575           0.375        1.07
registers               1.26         0.398          0.0263        1.29
logic                 0.0694         0.385          0.0548       0.124
-- metal layers --
| layer | share of wire | up-vias | global-route usage | routed length (um) |
|---|---|---|---|---|
| li1 | - | 425 | - | - |
| met2 | 0.45 | 16 | 0.140 | 906 |
| met1 | 0.50 | 412 | 0.139 | 1000 |
| met4 | 0 | 0 | 0.00889 | 0 |
| met5 | 0 | - | 0 | 0 |
| met3 | 0.047 | 0 | 0.0347 | 94 |
-- repair_timing --
item	4_1_cts	5_1_grt
pin swaps	6	3
gates resized	14	5
endpoints found under the hold margin	0	0
buffers inserted	1	0
setup endpoints to repair	9	8
-- final cells by class --
class | count | area [um^2]
clock buffer | 8 | 110
tap | 52 | 65.1
multi-input combinational | 69 | 546
inverter | 9 | 33.8
fill | 394 | 2660
sequential | 39 | 902
timing repair buffer | 18 | 161
-- critical path, delay by kind of cell, from the launching register on --
kind	cells	cell delay (ps)
and+or+nand+nor	2	200
adders and majority gates	1	280
AOI/OAI and AO/OA	2	410
DFF	1	380
-- through the flow --
step	area (um^2)	util	hold WS (ps)	cells
after floorplan	1460	-	-95.6	121
after global placement	1650	0.369	319	186
after detailed placement	1650	0.369	317	186
after CTS	1790	0.400	284	195
after global routing	1820	0.406	279	195
final	1820	0.406	282	195
No activity file was given, so power comes from the tool's default toggle rates.
